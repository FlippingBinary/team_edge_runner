==> ./run.sh <==
#!/bin/bash
# OpenROAD 26Q1-2900-gdf79404cd8, Yosys 0.63+post, stock flow scripts
make -C /OpenROAD-flow-scripts/flow DESIGN_CONFIG=/design/flow/config.mk WORK_HOME=/design/flow/orfs finish
==> ./config.mk <==
export PLATFORM = sky130hd
export DESIGN_NAME = Non_Max_Suppresion
export DESIGN_NICKNAME = Non_Max_Suppresion
export VERILOG_FILES = /design/flow/design.v
export SDC_FILE = /design/flow/constraint.sdc
export NUM_CORES = 4
export LEC_CHECK = 1
export CORE_UTILIZATION = 40
==> ./constraint.sdc <==
current_design Non_Max_Suppresion

set clk_period 5.3
set clk_io_pct 0.2

create_clock -name clk0 -period $clk_period

set non_clock_inputs [all_inputs -no_clocks]
set_input_delay [expr $clk_period * $clk_io_pct] -clock clk0 $non_clock_inputs
set_output_delay [expr $clk_period * $clk_io_pct] -clock clk0 [all_outputs]
==> ./design.v <==
module Non_Max_Suppresion (
    input  logic [98:0] Gradiant_Magnitude_Data,
    input  logic [17:0] Direction_Data,
    input  logic        Gradiant_Magnitude_in_valid,
    input  logic        Direction_Data_in_valid,
    output logic [10:0] NMS_pixel,
    output logic        NMS_Pixels_out_valid,
    output logic [ 1:0] NMS_Direction_Data
);
  logic [10:0] Gradiant_Magnitude_center;
  logic [ 1:0] Direction_Data_center;
  assign NMS_Direction_Data = Direction_Data_center;
  assign NMS_pixel = Gradiant_Magnitude_center;
  assign NMS_Pixels_out_valid = Direction_Data_in_valid & Gradiant_Magnitude_in_valid;
  always_comb begin
    Direction_Data_center = Direction_Data[9:8];
    Gradiant_Magnitude_center = Gradiant_Magnitude_Data[54:44];
    case (Direction_Data_center)
      2'b00: begin
        if (Gradiant_Magnitude_center<= Gradiant_Magnitude_Data[43:33] ||
          Gradiant_Magnitude_center<= Gradiant_Magnitude_Data[65:55]) begin
          Gradiant_Magnitude_center = 11'b0;
        end
      end
      2'b01: begin
        if (Gradiant_Magnitude_center<= Gradiant_Magnitude_Data[98:88] ||
          Gradiant_Magnitude_center<= Gradiant_Magnitude_Data[10:0]) begin
          Gradiant_Magnitude_center = 11'b0;
        end
      end
      2'b10: begin
        if (Gradiant_Magnitude_center<= Gradiant_Magnitude_Data[32:22] ||
          Gradiant_Magnitude_center<= Gradiant_Magnitude_Data[76:66]) begin
          Gradiant_Magnitude_center = 11'b0;
        end
      end
      2'b11: begin
        if (Gradiant_Magnitude_center<= Gradiant_Magnitude_Data[21:11] ||
          Gradiant_Magnitude_center<= Gradiant_Magnitude_Data[87:77]) begin
          Gradiant_Magnitude_center = 11'b0;
        end
      end
      default: begin
        Gradiant_Magnitude_center = Gradiant_Magnitude_Data[54:44];
      end
    endcase
  end
endmodule
==> flow_metrics.env <==
# source this file to load flow results
export IMPL_crit_chain="clkdlybuf4s50_1, buf_4, ha_1, and4_1, a211o_1, a2111oi_1, nor4_2, buf_4, buf_4, nor3b_2, clkdlybuf4s50_1"
export IMPL_warnings=49
export IMPL_nClkBuffers=0
export IMPL_die_height_um=79.32
export IMPL_gr_total_overflow=0
export IMPL_rows=27
export IMPL_top_area_share_pct=46.05
export IMPL_synth_area_top_cells="ha_1, inv_1, a21oi_1, nor3b_2, a21o_1"
export IMPL_netlist_instances=316
export IMPL_use_met2_pct=38.19
export IMPL_finalWorstSetupSlack_ns=0.1995
export IMPL_p_leak_nw=2.025
export IMPL_final_area_mm2=0.003844
export IMPL_wl_mm=6.612
export IMPL_crit_arrival_ns=4.04
export IMPL_hold_path_depth=2
export IMPL_core_area_mm2=0.005642
export IMPL_crit_buf_inv=5
export IMPL_combGateArea_mm2=0.002046
export IMPL_cp_common_cell="buf_4"
export IMPL_grt_busiest_layer="met2"
export IMPL_max_slew_margin_rel_pct=55.06
export IMPL_common_cells="ha_1, inv_1, a21oi_1"
export IMPL_die_w_um=79.32
export IMPL_grt_use_met1_pct=30.80
export IMPL_cp_startpoint="Gradiant_Magnitude_Data[53]"
export IMPL_slowest_delay_ns=0.54
export IMPL_end_kind="primary output"
export IMPL_p_seq_share_pct=0
export IMPL_p_comb_share_pct=100.0
export IMPL_fmax_mhz=196.1
export IMPL_layout_min_cycle_time_ns=5.100
export IMPL_vias_per_cell=4.939
export IMPL_fillers=481
export IMPL_drv_slew=0
export IMPL_ant_nets=0
export IMPL_min_path_type="primary input to primary output"
export IMPL_seq_cells=0
export IMPL_p_clk_share_pct=0
export IMPL_dp_hpwl_mm=5.869
export IMPL_routedWlPerCell_um=12.59
export IMPL_ys_seq_share_pct=0
export IMPL_num_antenna_cells=0
export IMPL_ys_cells=316
export IMPL_crit_fanout=5
export IMPL_grt_pass1_wl_mm=10.70
export IMPL_critPathSlowestCell="clkdlybuf4s50_1"
export IMPL_cp_required_ns=4.24
export IMPL_path_class="primary input to primary output"
export IMPL_power_internal_w=0.0001674
export IMPL_endpoint="NMS_pixel[2]"
export IMPL_area_delta_synth_final_pct=60.75
export IMPL_dr_pass1_iters=4
export IMPL_antenna_found_initial=0
export IMPL_top_cell="ha_1"
export IMPL_worst_ir_drop_vdd_uv=39.52
export IMPL_crit_path_start_kind="primary input"
export IMPL_path_depth=11
export IMPL_yosys_area_mm2=0.002391
export IMPL_top_area_cell="ha_1"
export IMPL_drt_iter0_markers=71
export IMPL_fp_util_pct=42.38
export IMPL_dieArea_mm2=0.006291
export IMPL_finalSetupViolCount=0
export IMPL_cp_top_family="buffers and inverters"
export IMPL_vias=2593
export IMPL_rsz0062_at_grt="no"
export IMPL_cap_viol_max_count=0
export IMPL_outcome="finished, final reports clean"
export IMPL_place_area_mm2=0.003824
export IMPL_switching_power_w=0.0001164
export IMPL_grt_pass1_vias=2517
export IMPL_gp_congestion=0.8860
export IMPL_port_buffers=117
export IMPL_grt_use_met3_pct=0.8168
export IMPL_grt_max_degree=12
export IMPL_grtUsageTotal_pct=21.57
export IMPL_hold_violations=0
export IMPL_switching_share_pct=41.01
export IMPL_drive_gt1_share_pct=8.830
export IMPL_synth_cell_area_mm2=0.002391
export IMPL_fin_crit_sh_pct=96.24
export IMPL_worst_slew_pin_slew_ns=0.6742
export IMPL_ys_types=35
export IMPL_place_ws_ns=-0.04145
export IMPL_ys_warn_count=1
export IMPL_io_pin_count=133
export IMPL_hp_start="Direction_Data[8]"
export IMPL_drc=0
export IMPL_avgSynthCellArea_um2=7.567
export IMPL_powerDensity_mw_per_mm2=73.83
export IMPL_seqCellArea_um2=0
==> metrics by stage <==
| stage | setup TNS [ns] | hold WS, ns | std cells | utilization [%] | total power (W) |
|---|---|---|---|---|---|
| CTS | 0 | 3.028 | 525 | 68.04 | 0.0002860 |
| global placement | -0.1877 | 3.029 | 523 | 67.78 | 0.0002764 |
| finish | 0 | 3.025 | 525 | 68.13 | 0.0002838 |
| floorplan | 0 | 2.186 | 316 | - | 0.0001330 |
| global route | 0 | 3.060 | 525 | 68.13 | 0.0003220 |
| detailed placement | -0.2053 | 3.028 | 523 | 67.78 | 0.0002814 |
==> how the worst min path moves through the flow <==
stage | endpoint
CTS | NMS_Direction_Data[0]
global route | NMS_Direction_Data[0]
finish | NMS_Direction_Data[0]
==> cell families (layout without fill, tap and decap cells) <==
family	after synthesis	count (layout)	share of synthesized area, %
fa+ha+maj	88	88	46.05
simple gates	67	67	19.26
compound gates	72	72	20.04
buf+inv	89	226	14.65
==> placed cells by master, fill, tap and decap left out, types with 4 or more instances in the layout <==
cell type and n:
nand4_1 11, nor3_1 4, nand2_1 5, a21o_1 11, a21oi_1 25, buf_4 21, nand3_1 8, nor3b_2 9
nor2_1 11, a211oi_1 8, nand3b_1 7, inv_1 85, o21ai_1 4, a2111oi_1 4, ha_1 88, o21ai_0 7
clkdlybuf4s50_1 117
==> cell type report <==
| class | instances | area share [%] |
|---|---|---|
| multi-input combinational | 227 | 53.22 |
| timing repair buffer | 141 | 36.13 |
| inverter | 85 | 8.301 |
| tap | 72 | 2.344 |
==> power by group through the flow <==
stage	clock network (W)	registers (W)	logic, W
4_1_cts	0	0	0.000286
6_report	0	0	0.000284
5_1_grt	0	0	0.000322
==> layer usage <==
metal  up-vias  part of all wire, %
met5         -                    0
met4         0                    0
met3         0                  5.4
met2        80                   44
met1      1109                   51
li1       1404                    -
==> what timing repair did <==
| item | in CTS | in global routing |
|---|---|---|
| gates cloned | 0 | 0 |
| gates resized | 0 | 1 |
| pin swaps | 1 | 0 |
| setup buffers | 2 | 0 |
| setup endpoints to repair | 7 | 6 |
| hold buffers | 0 | 0 |
Power figures rest on the tool's default switching activity, not on a simulated workload.
