`constraint.sdc`:
```
current_design arc_tan

set clk_period 13.8
set clk_io_pct 0.2

create_clock -name clk0 -period $clk_period

set non_clock_inputs [all_inputs -no_clocks]
set_input_delay [expr $clk_period * $clk_io_pct] -clock clk0 $non_clock_inputs
set_output_delay [expr $clk_period * $clk_io_pct] -clock clk0 [all_outputs]
```
`run.sh`:
```
#!/bin/bash
# OpenROAD 26Q1-2900-gdf79404cd8, Yosys 0.63+post, stock flow scripts
make -C /OpenROAD-flow-scripts/flow DESIGN_CONFIG=/design/flow/config.mk WORK_HOME=/design/flow/orfs finish
```
`config.mk`:
```
export PLATFORM = sky130hd
export DESIGN_NAME = arc_tan
export DESIGN_NICKNAME = arc_tan
export VERILOG_FILES = /design/flow/design.v
export SDC_FILE = /design/flow/constraint.sdc
export NUM_CORES = 4
export LEC_CHECK = 1
export CORE_UTILIZATION = 30
```
`design.v`:
```
module arc_tan(
  input   logic   signed [10:0]  Gx, Gy,
  output  logic          [1:0]   angle  
);
  logic [10:0] Gx_u, Gy_u;  
  logic [21:0] Gx_cl, Gx_ch;  
  logic [21:0] Gy_c;  
  always_comb begin
    angle = 2'b00; 
    Gx_u  = Gx[10] ? (~Gx + 1'b1) : Gx;
    Gy_u  = Gy[10] ? (~Gy + 1'b1) : Gy;
    Gx_cl = Gx_u * 424;
    Gx_ch = Gx_u * 2472;
    Gy_c = (Gy_u << 10);
    if (Gx == 0 && Gy == 0) begin
      angle = 2'b00; 
    end
    else if (Gx == 0) begin 
      angle = 2'b10; 
    end
    else if (Gy == 0) begin
      angle = 2'b00; 
    end
    else begin
      if      (Gy_c <= Gx_cl) angle = 2'b00;
      else if (Gy_c >= Gx_ch) angle = 2'b10;
      else begin
        if (((Gx > 0) && (Gy > 0)) || ((Gx < 0) && (Gy < 0))) 
          angle = 2'b01;
        else  
          angle = 2'b11;
      end 
    end
  end
endmodule: arc_tan
```
==> flow_summary.ini <==
; yosys + openroad results
[pwr]
combPwrFrac_pct = 100.0
leakage_uw = 0.002132
p_int_uw = 419.4
netSwitchingFraction_pct = 56.12
p_total_uw = 955.8
ir_drop_uv = 89.80
powerDensity_nw_per_um2 = 225.5
p_clk_share_pct = 0
netSwitchingPower_uw = 536.3
seqPwrFrac_pct = 0

[status]
status = finished clean

[layout]
drive_gt1_share_pct = 1.871
stdcell_area_sq_um = 4239
nClkBuffers = 0
flop-count = 0
finalCoreUtilization_pct = 34.86
syn_to_final_growth_pct = 11.67
ff_latch_area_sq_um = 0

[logic_synthesis]
synth.distinct_cells = 49
synthCells = 459
ys_warn_count = 1
syn_area_per_cell_sq_um = 8.270
yosys_area_sq_um = 3796
syn_area_sq_um = 3796
ys_cells = 459
ys_seq_share_pct = 0

[run]
drv_cap = 0
warning_count = 34

[clock_tree]
post_cts_resized = 0
cts_setup_buffers = 0
postCtsHoldBufs = 0

[final_timing]
setup_viol = 0
hold_viol = 0
drv_slew = 0
tightest_slew_ns = 0.7909
slew_headroom_pct = 45.91
period_used_pct = 93.62
fmax_mhz = 77.40
finalCriticalPeriod_ns = 12.92
tns_ns = 0
rsz0062_at_grt = false

[hold_path]
min_path_type = in -> out
worstHoldPathCells = 4
hp-start = Gy[9]

[global_route]
grt_pass1_wl_microns = 14100
antenna_found_initial = 0
first_global_vias = 2992
track_usage_pct = 13.68
grt-ovfl-total = 0
grt_max_degree = 14

[placed_design]
dp_hpwl_microns = 7696
gp_congestion = 0.8832
portBuffers = 24
placed_cell_area_sq_um = 4239

[setup_path]
required_ns = 11.04
crit_fanout = 9
startpoint = Gx[0]
start_kind = primary input
path_class = in -> out
cpMaxStageDelayCell = clkdlybuf4s50_1
max_stage_delay_ns = 0.59
setup.worst_path.end_class = output port
worstPathArrival_ns = 10.16

[die]
fp.dieH_microns = 114.5
fp-utilization_pct = 31.21
dieWidth_microns = 114.5
core_sq_um = 12160
rows = 40
chipArea_sq_um = 13110
ios = 24

[drt]
dr_total_vias = 3104
ant_nets = 0
avgViaCountPerCell = 4.783
drt-initial-drc-count = 148
drc_errors = 0
wl_microns = 8353
dr.pass1.iters = 5
n_antenna_cell = 0
wl_per_cell_microns = 12.87
## kinds of logic (layout without fill, tap and decap cells)
family | after synthesis | in the layout | share of synthesized area (%)
muxes | 1 | 1 | 0.2966
buffers and inverters | 102 | 124 | 10.09
adders and majority gates | 137 | 137 | 52.27
xor gates and xnor gates | 41 | 41 | 9.460
and+or+nand+nor | 90 | 90 | 12.23
AOI/OAI and AO/OA | 88 | 88 | 15.66
## layout make-up
class	count	area (sq um)
repair buffers	24	240.2
multi-input cells	357	3413
inverters	100	375.4
well taps	168	210.2
fillers	1238	7923
## per-layer routing
metal,track usage [%],up-vias,part of all wire [%]
met5,0,-,0
met1,20.21,1442,49
li1,-,1607,-
met2,22.38,55,46
met3,2.589,0,5.3
met4,0,0,0
## worst paths after layout
check	endpoint	slack, ns
max	angle[0]	0.88
min	angle[1]	6.74
## cell usage in the layout (no fill, tap or decap), drive strengths merged, types with 3 or more instances in the layout
cell type        n
inv            100
nand3            5
o21a             7
a211oi           6
fa              36
or2              3
xor2            15
o21ai           20
nand2           25
a31oi            3
and3             3
o41ai            3
a21oi           21
nand2b           5
nor3            12
nor2            20
xnor2           26
o31ai            6
a21o             6
clkdlybuf4s50   24
ha             101
nand4            4
## cell usage after synthesis (2+ instances only)
cell type | instances | share of area, %
xor2_1 | 15 | 3.5
o31ai_1 | 6 | 1.2
fa_1 | 36 | 19
and3_1 | 3 | 0.49
xnor2_1 | 26 | 6.0
nand2_1 | 25 | 2.5
nor3_1 | 11 | 1.5
or4b_1 | 2 | 0.53
inv_1 | 100 | 9.9
a31oi_1 | 3 | 0.49
a21o_1 | 6 | 1.2
nand2b_1 | 5 | 0.82
a311oi_1 | 2 | 0.46
a21oi_1 | 21 | 2.8
o41a_1 | 2 | 0.59
nand4_1 | 4 | 0.66
o211a_1 | 2 | 0.53
or2_2 | 3 | 0.49
nor2_1 | 20 | 2.0
o41ai_1 | 3 | 0.69
nor2b_1 | 2 | 0.33
clkbuf_1 | 2 | 0.20
o21a_1 | 7 | 1.4
o21ai_0 | 19 | 2.5
nand3_1 | 5 | 0.66
a211oi_1 | 6 | 1.2
ha_1 | 101 | 33
## stage by stage
step | setup slack, ns | cells | hold WS, ns
2_1_floorplan | 2.817 | 459 | 5.621
3_3_place_gp | 1.022 | 649 | 6.743
3_5_place_dp | 0.9543 | 649 | 6.733
4_1_cts | 0.9198 | 649 | 6.736
5_1_grt | 0.3189 | 649 | 6.833
6_report | 0.8800 | 649 | 6.741
## worst max-delay path, delay by kind of cell
family	cells	cell delay, ns
and+or+nand+nor	2	0.69
buffers and inverters	7	1.43
xor gates and xnor gates	2	0.41
adders and majority gates	7	2.47
AOI/OAI and AO/OA	10	2.41
## power groups by stage
stage                 clock network (uW)  registers [uW]  logic (uW)
final                                  0               0         956
after global routing                   0               0        1100
after CTS                              0               0         962
Power figures rest on the tool's default switching activity, not on a simulated workload.
